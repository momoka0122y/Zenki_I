## design/flow/design.v

```verilog
module fetch (pc, ins);
   input [31:0] pc;
   output [31:0] ins;
   reg [31:0] 	 ins_mem[0:255];
   assign ins = ins_mem[pc];
endmodule
module execute (clk, ins, pc, reg1, reg2, wra, result, nextpc);
   input clk;
   input [31:0] ins, pc, reg1, reg2;
   output [4:0] wra;
   output [31:0] result, nextpc;
   wire [5:0] 	 op;
   wire [4:0] 	 shift, operation;
   wire [25:0] 	 addr;
   wire [31:0] 	 dpl_imm, operand2, alu_result, nonbranch, branch, mem_address, dm_r_data;
   wire [3:0] 	 wren;
   function [4:0] opr_gen;
      input [5:0] op;
      input [4:0] operation;
      case (op)
	6'd0: opr_gen = operation;
	6'd1: opr_gen = 5'd0;
	6'd4: opr_gen = 5'd8;
	6'd5: opr_gen = 5'd9;
	6'd6: opr_gen = 5'd10;
	default: opr_gen = 5'h1f;
      endcase
   endfunction
   function [31:0] alu;
      input [4:0] opr, shift;
      input [31:0] operand1, operand2;
      case (opr)
	5'd0: alu = operand1 + operand2;
	5'd1: alu = operand1 - operand2;
	5'd8: alu = operand1 & operand2;
	5'd9: alu = operand1 | operand2;
	5'd10: alu = operand1 ^ operand2;
	5'd11: alu = ~ (operand1 & operand2);
	5'd16: alu = operand1 << shift;
	5'd17: alu = operand1 >> shift;
	5'd18: alu = operand1 >>> shift;
	default: alu = 32'hffffffff;
      endcase
   endfunction
   function [31:0] calc;
      input [5:0]  op;
      input [31:0] alu_result, dpl_imm, dm_r_data, pc;
      case (op)
	6'd0, 6'd1, 6'd4, 6'd5, 6'd6: calc = alu_result;
	6'd3: calc = dpl_imm << 16;
	6'd16: calc = dm_r_data;
	6'd18: calc = {{16{dm_r_data[15]}}, dm_r_data[15:0]};
	6'd20: calc = {{24{dm_r_data[7]}}, dm_r_data[7:0]};
	6'd41: calc = pc+32'd1;
	default: calc = 32'hffffffff;
      endcase
   endfunction
   function [31:0] npc;
      input [5:0]  op;
      input [31:0] reg1, reg2, branch, nonbranch, addr;
      case (op)
	6'd32: npc = (reg1 == reg2)? branch : nonbranch;
	6'd33: npc = (reg1 != reg2)? branch : nonbranch;
	6'd34: npc = (reg1 < reg2)? branch : nonbranch;
	6'd35: npc = (reg1 <= reg2)? branch : nonbranch;
	6'd40, 6'd41: npc = addr;
	6'd42: npc = reg1;
	default: npc = nonbranch;
      endcase
   endfunction
   function [4:0] wreg;
      input [5:0]  op;
      input [4:0]  rt, rd;
      case (op)
	6'd0: wreg = rd;
	6'd1, 6'd3, 6'd4, 6'd5, 6'd6, 6'd16, 6'd18, 6'd20: wreg = rt;
	6'd41: wreg = 5'd31;
	default: wreg = 5'd0;
      endcase
   endfunction
   function [3:0] wrengen;
      input [5:0]  op;
      case (op)
	6'd24: wrengen = 4'b0000;
	6'd26: wrengen = 4'b1100;
	6'd28: wrengen = 4'b1110;
	default: wrengen = 4'b1111;
      endcase
   endfunction
   assign op = ins [31:26] ;
   assign shift = ins [10:6] ;
   assign operation = ins [4:0] ;
   assign dpl_imm = {{16{ins[15]}} , ins [15:0]};
   assign operand2 = (op == 6'd0) ? reg2: dpl_imm;
   assign alu_result = alu (opr_gen (op, operation) , shift, reg1, operand2);
   assign mem_address = reg1 + dpl_imm >>> 2;
   assign wren = wrengen(op);
   data_mem data_mem_body0(mem_address[7:0], clk, reg2[7:0], wren[0], dm_r_data [7:0]);
   data_mem data_mem_body1(mem_address[7:0], clk, reg2[15:8], wren[1], dm_r_data[15:8]);
   data_mem data_mem_body2(mem_address[7:0], clk, reg2[23:16], wren[2], dm_r_data[23:16]);
   data_mem data_mem_body3(mem_address[7:0], clk, reg2[31:24], wren[3], dm_r_data[31:24]);
   assign wra = wreg(op, ins[20:16], ins[15:11]);
   assign result = calc (op, alu_result, dpl_imm, dm_r_data, pc);
   assign addr = ins[25:0];
   assign nonbranch = pc+32'd1; assign branch = nonbranch + dpl_imm;
   assign nextpc = npc(op, reg1, reg2, branch, nonbranch, addr);
endmodule
module data_mem(address, clk, write_data, wren, read_data);
   input [7:0] address;
   input       clk, wren;
   input [7:0] write_data;
   output [7:0] read_data;
   reg [7:0] 	d_mem [0:255] ;
   always @(posedge clk)
     if (wren == 0) d_mem[address] <= write_data;
   assign read_data = d_mem[address];
endmodule
module writeback(clk, rstd, nextpc, pc);
   input clk, rstd;
   input [31:0] nextpc;
   output [31:0] pc;
reg [31:0] pc;
   always @(negedge rstd or posedge clk)
     begin
	if (rstd == 0) pc <= 32'h00000000;
	  else if (clk == 1) pc <= nextpc;
     end
endmodule
module reg_file(clk, rstd, wr, ra1, ra2, wa, wren, rr1, rr2);
   input clk, rstd, wren;
   input [31:0] wr;
   input [4:0] 	ra1, ra2, wa;
   output [31:0] rr1, rr2;
   reg [31:0] 	 rf [0:31];
   assign rr1 = rf[ra1];
   assign rr2 = rf[ra2];
   always @(negedge rstd or posedge clk) begin
     if (rstd == 0) rf [0] <= 32'h00000000;
     else if (wren == 0) rf[wa] <= wr;
   end
endmodule
module computer(clk, rstd);
   input clk, rstd;
   wire [31:0] pc, ins, reg1,reg2, result, nextpc;
   wire [4:0]  wra;
   wire [3:0]  wren;
   fetch fetch_body (pc[7:0], ins);
   execute execute_body (clk, ins, pc, reg1, reg2, wra, result, nextpc);
   writeback writeback_body (clk, rstd, nextpc, pc);
   reg_file rf_body (clk, rstd, result, ins[25:21], ins[20:16], wra, (~| wra) , reg1, reg2);
   intial $monitor($time, "rstd=%d, clk=%d, pc=%h, ins=%h, wra=%h, regl=%h, reg2=%h", rstd, clk, pc, ins, wra, reg1, reg2);
endmodule
```

## design/flow/run.sh

```bash
#!/bin/bash
# OpenROAD 26Q1-2900-gdf79404cd8, Yosys 0.63+post, stock flow scripts
make -C /OpenROAD-flow-scripts/flow DESIGN_CONFIG=/design/flow/config.mk WORK_HOME=/design/flow/orfs finish
```

## design/flow/config.mk

```make
export PLATFORM = sky130hd
export DESIGN_NAME = execute
export DESIGN_NICKNAME = execute
export VERILOG_FILES = /design/flow/design.v
export SDC_FILE = /design/flow/constraint.sdc
export NUM_CORES = 4
export LEC_CHECK = 1
export CORE_UTILIZATION = 40
export SYNTH_MEMORY_MAX_BITS = 65536
```

## design/flow/constraint.sdc

```tcl
current_design execute

set clk_period 72.7
set clk_io_pct 0.2

create_clock -name clk0 -period $clk_period [get_ports {clk}]

set non_clock_inputs [all_inputs -no_clocks]
set_input_delay [expr $clk_period * $clk_io_pct] -clock clk0 $non_clock_inputs
set_output_delay [expr $clk_period * $clk_io_pct] -clock clk0 [all_outputs]
```

==> flow_summary.json <==
{
  "ys_cells": 23100,
  "dr.pass1.iters": 8,
  "dpl_cell_area_um2": 351000,
  "placedCellCount": 33900,
  "critPathMaxStageDelay_ns": 0.74,
  "tns_ns": 0,
  "cp-end-kind": "output port",
  "stdcell_count": 35400,
  "cts_buffers": 803,
  "seqPwrFrac": 0.483,
  "max-cap-violations": 0,
  "die_h_um": 914,
  "cts_tree": "done",
  "crit_type": "in2out",
  "routedWlPerCell_um": 32.8,
  "cp.required_ns": 58.16,
  "ys.flops": 8192,
  "vdd_drop_max_v": 0.0000290,
  "ctsHoldBuffers": 0,
  "hpwl_mm": 720,
  "ys_area_um2": 333000,
  "slew_viol_final": 0,
  "cts.repair.resized": 0,
  "synth.cell_area_um2": 333000,
  "cp-startpoint": "ins[2]",
  "swShare": 0.276,
  "cp_slowest_cell": "clkdlybuf4s50_1",
  "dp_slack_ns": 33.97,
  "cts_setup_buffers": 0,
  "grt_pass1_vias": 223000,
  "timing.final.crit_period_ns": 38.91,
  "synth-async-reset-ratio": 0,
  "setup_viol": 0,
  "pin_count": 198,
  "yosys_warnings": 2,
  "core_area_um2": 828000,
  "ant_nets": 0,
  "gp_congestion": 0.962,
  "fin_util": 0.455,
  "clkPwrFrac": 0.370,
  "power.switching_mw": 2.97,
  "drt_iter0_markers": 17200,
  "hold_violations": 0,
  "edf_count": 8192,
  "portBuffers": 197,
  "stage_log_warnings": 85,
  "final_layout_size_suffix_gt1_frac": 0.113,
  "p_leak_nw": 121,
  "status": "finished, final reports clean",
  "power_density_nw_per_um2": 28.5,
  "dieWidth_um": 914,
  "grtUsageTotal": 0.298,
  "worst_pin_slew_ns": 1.44,
  "cp.arrival_ns": 24.37,
  "cts_max_level": 6,
  "critPathLaunchType": "input port",
  "antenna_found_initial": 98,
  "fmax_mhz": 25.7,
  "drc": 0,
  "syn_area_per_cell_um2": 14.4,
  "root_buffer": "clkbuf_16",
  "grt_pass1_wl_mm": 1640,
  "clk_pin_slew_ns": 0.06,
  "endpoint": "result[6]",
  "synthFlopType": "edfxtp_1",
  "ys_seq_frac": 0.739,
  "crit_top_cell": "buf_4",
  "max_slew_margin": 0.0305,
  "syn_inst": 23100,
  "yosys.cell_types.count": 89,
  "fin_crit_sh": 0.535,
  "clockBufferDepth": 4,
  "stdcell_area_um2": 377000,
  "crit_fanout": 67,
  "power.internal_mw": 7.79,
  "overflow": 0,
  "area_growth_pct": 13.1,
  "num_vias": 217000,
  "clock-sinks": 8192,
  "initCoreUtil": 0.402,
  "power_frac_comb": 0.146,
  "path_cells": "clkdlybuf4s50_1 > ha_1 > nand4_1 > a21oi_1 > a21oi_4 > buf_4 > buf_4 > buf_12 > buf_4 > buf_4 > buf_4 > o22ai_1 > o21ai_0 > a41oi_1 > a21oi_1 > a21oi_1 > or4_1 > buf_4 > o211ai_1 > buf_6 > buf_6 > clkdlybuf4s50_1",
  "grt_max_degree": 128,
  "hold_class": "in2reg",
  "holdWs_ns": 13.66,
  "wirelength_mm": 1160,
  "p_total_mw": 10.8,
  "row_count": 334,
  "grt_setup_unrepaired": "false",
  "die_area_um2": 836000,
  "vias_per_cell": 6.13,
  "setup_ws_ns": 33.79
}
-- critical path, delay by kind of cell --
| family | cells | cell delay (ns) |
|---|---|---|
| buf+inv | 11 | 5.14 |
| simple gates | 2 | 1.10 |
| fa+ha+maj | 1 | 0.71 |
| compound gates | 8 | 2.62 |
-- Yosys cell counts, types with 53 or more instances --
master    instances  share of area
a21oi_1         765          0.012
a221oi_1        344         0.0091
a22oi_1         101         0.0023
a31oi_1         296         0.0056
a41oi_1          94         0.0025
and3_1          452         0.0085
buf_1           161         0.0018
buf_2           682          0.010
buf_4            75         0.0017
buf_6            53         0.0018
clkbuf_1        820         0.0092
edfxtp_1       8192           0.74
ha_1            168         0.0063
inv_1           138         0.0016
mux2_2          108         0.0037
mux2i_1         778          0.023
nand2_1        2541          0.029
nand3_1         491         0.0074
nand4_1         113         0.0021
nor2_1         1388          0.016
nor3_1          102         0.0015
o21ai_0        1483          0.022
o221ai_1        570          0.015
o22ai_1        2158          0.041
o31a_1          130         0.0034
xnor2_1          76         0.0020
-- kinds of logic (layout without fill, tap and decap cells) --
logic type / count (synthesis) / count (layout) / share of synthesized area
other: 0 / 82 / 0
buffers and inverters: 1931 / 3032 / 0.0264
DFF: 8192 / 8192 / 0.739
and+or+nand+nor: 5260 / 5260 / 0.0675
AOI/OAI and AO/OA: 6538 / 6538 / 0.128
xor gates and xnor gates: 118 / 118 / 0.00316
adders and majority gates: 170 / 170 / 0.00643
muxes: 930 / 930 / 0.0300
-- cell type report --
class                      count  area [µm²]
clock buffer                1018       21000
clock inverter               457        3930
antenna                       82         205
timing repair buffer        1417       11800
tap                        11100       13900
multi-input combinational  13000       79300
fill                       70600      452000
sequential                  8192      246000
inverter                     140         526
-- flip-flops by register name (all words and copies together), names as in the netlist --
name                  cells
data_mem_body1.d_mem   2048
data_mem_body3.d_mem   2048
data_mem_body0.d_mem   2048
data_mem_body2.d_mem   2048
-- layout by cell type (no fill, tap or decap), drive strengths merged, types with 37 or more instances in the layout --
cell type / n
nand4: 115
clkinv: 389
o31a: 130
xnor2: 77
o221ai: 570
o21ai: 1492
a21o: 49
a41oi: 94
nand3: 492
o22ai: 2159
bufinv: 37
inv: 160
nor4: 40
o2111ai: 44
diode: 82
edfxtp: 8192
mux2i: 779
a21oi: 765
xor2: 41
nor2: 1388
mux2: 108
mux4: 43
o22a: 48
a221oi: 346
nor3: 102
clkdlybuf4s50: 160
ha: 168
buf: 1254
a2111oi: 42
o32ai: 37
a211oi: 44
o31ai: 48
and3: 453
nand2: 2541
clkbuf: 1021
a22oi: 101
a31oi: 296
o211ai: 41
-- worst min-delay path by stage --
| stage | from | end | slack [ns] | depth (start not counted) |
|---|---|---|---|---|
| after global routing | reg2[11] | data_mem_body1.d_mem[177][3] | 13.66 | 1 |
| final | reg2[26] | data_mem_body3.d_mem[202][2] | 13.66 | 1 |
| after CTS | reg2[11] | data_mem_body1.d_mem[187][3] | 13.65 | 1 |
-- metal layers --
layer | routed length, µm | GRT usage
met1 | 362000 | 0.336
met2 | 504000 | 0.408
met3 | 222000 | 0.243
met4 | 69700 | 0.136
met5 | 5320 | 0.0472
-- power by group through the flow --
| stage | Combinational (mW) | Sequential [mW] | Clock [mW] |
|---|---|---|---|
| finish | 1.57 | 5.20 | 3.98 |
| global route | 1.65 | 5.19 | 4.19 |
| CTS | 1.53 | 5.20 | 4.01 |
Power and IR drop assume default switching activity.
